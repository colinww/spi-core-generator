## flow/config.mk

```make
export PLATFORM = sky130hd
export DESIGN_NAME = spi_core
export DESIGN_NICKNAME = spi_core
export VERILOG_FILES = /design/flow/design.v
export SDC_FILE = /design/flow/constraint.sdc
export NUM_CORES = 4
export LEC_CHECK = 1
export CORE_AREA = 10 10 84 84
export DIE_AREA = 0 0 94 94
```

## flow/constraint.sdc

```tcl
current_design spi_core

set clk_period 2.3
set clk_io_pct 0.2

create_clock -name clk0 -period $clk_period

set non_clock_inputs [all_inputs -no_clocks]
set_input_delay [expr $clk_period * $clk_io_pct] -clock clk0 $non_clock_inputs
set_output_delay [expr $clk_period * $clk_io_pct] -clock clk0 [all_outputs]
```

## flow/design.v

```verilog
module spi_core ( 
   o_sdo, o_drvb, o_spi_active, o_rx_valid, vo_byte_num, vo_data_rx,
   i_rstb, i_cs, i_sck, i_sdi, i_epol, i_cpol, i_cpha, vi_data_tx
   );
   parameter BITS_IN_BYTE = 8;
   parameter NBIT_BIT_CTR = 3;
   parameter NBIT_BYTE_CTR = 3;
   input 		      i_rstb;
   input 		      i_cs;  
   input 		      i_sck;  
   input 		      i_sdi;  
   output 		      o_sdo;  
   output 		      o_drvb;  
   input 		      i_epol;  
   input 		      i_cpol;  
   input 		      i_cpha;
   output 		      o_spi_active;  
   output 		      o_rx_valid;  
   output [NBIT_BYTE_CTR-1:0] vo_byte_num;  
   input [BITS_IN_BYTE-1:0]   vi_data_tx;  
   output [BITS_IN_BYTE-1:0]  vo_data_rx;  
   reg 			      o_rx_valid;
   reg [NBIT_BYTE_CTR-1:0]    vo_byte_num;
   wire 		      chip_select; 
   wire 		      sck_core; 
   assign chip_select = i_rstb && (i_epol ^ i_cs);
   assign o_spi_active = chip_select;
   assign sck_core = i_cpha ^ i_cpol ^ i_sck;
   assign o_drvb = !chip_select;
   reg [BITS_IN_BYTE-1:0]     rv_tx;
   reg [NBIT_BIT_CTR-1:0]     rv_tx_ptr;
   always @( negedge sck_core or negedge chip_select ) begin : tx_fsm
      if ( !chip_select ) begin
	 rv_tx_ptr <= $unsigned(BITS_IN_BYTE - 1);
	 vo_byte_num <= 0;
	 rv_tx <= 0;
      end else begin
	 if ( 0 == rv_tx_ptr ) begin
	    rv_tx <= vi_data_tx;
	    rv_tx_ptr <= $unsigned(BITS_IN_BYTE - 1);
	    vo_byte_num <= vo_byte_num + 1;
	 end else begin
	    rv_tx_ptr <= rv_tx_ptr - 1;
	 end
      end  
   end  
   assign o_sdo = rv_tx[rv_tx_ptr];
   reg [BITS_IN_BYTE-2:0]     rv_rx;
   always @( posedge sck_core or negedge chip_select ) begin : rx_fsm
      if ( !chip_select ) begin
	 rv_rx <= 0;
         o_rx_valid <= 0;
      end else begin
	 if ( 0 == rv_tx_ptr ) begin
	    o_rx_valid <= 1;   
	 end else begin
	    o_rx_valid <= 0;
	    rv_rx[BITS_IN_BYTE-2:1] <= rv_rx[BITS_IN_BYTE-3:0];
	    rv_rx[0] <= i_sdi;
	 end  
      end  
   end  
   assign vo_data_rx = {rv_rx,i_sdi};
endmodule
```

## flow/run.sh

```bash
#!/bin/bash
# OpenROAD 26Q1-2900-gdf79404cd8, Yosys 0.63+post, stock flow scripts
make -C /OpenROAD-flow-scripts/flow DESIGN_CONFIG=/design/flow/config.mk WORK_HOME=/design/flow/orfs finish
```

==> impl_metrics.ini <==
; generated from flow reports
[final_timing]
drv_slew = 0
fin_tns_setup_ns = 0
max_clock_freq_ghz = 0.452
min_period_over_period = 0.962
setup_viol = 0
worst_hold_slack_ns = 1.78
min_period_ns = 2.21
rsz0062_at_grt = no
setup_ws_ns = 0.0884
unclocked_pins = 22
finalHoldViolCount = 0
untimed_endpoints = 34
worst_pin_slew_ns = 0.506
relSlewSlack = 0.662

[place]
dpl.hpwl_um = 1600
io_buffers = 30
dpl_cell_area_um2 = 1340
gp_congestion = 0.735
dpl_worst_slack_ns = 0.0873
dp.cells = 163

[min_path]
hold_class = in -> out

[synth]
avgSynthCellArea_um2 = 15.1
top_cells_by_count = mux2_2, dfrtn_1, dfrtp_1
top_area_frac = 0.289
netlist_instances = 63
synth_area_um2 = 953
async_reset_ff_frac = 1.00
yosysWarnings = 1
ys.flops = 22
yosys_area_um2 = 953
ys_cells = 63
synthDistinctLibCells = 18
ff_type = dfrtn_1
topCellsByArea = dfrtn_1, dfrtp_1, mux2_2
synth_top_cell_by_count = mux2_2
synth_seq_share = 0.581
synth.largest_area_cell = dfrtn_1
edf_count = 0

[flow_run]
drv_cap = 0
openroad.warnings = 33

[worst_setup_path]
critPathBufInv = 2
crit_type = in -> out
crit_required_ns = 1.84
cp_slowest_stage_delay_ns = 0.47
critPathArrivalTime_ns = 1.75
slowest_stage = clkdlybuf4s50_1
cpMostUsedCell = clkdlybuf4s50_1
cp_max_fo = 2
endpoint_kind = output pin
path_cells = clkdlybuf4s50_1 -> xor2_1 -> and2_1 -> clkdlybuf4s50_1
critPathLaunchType = input pin
critPathTopFamily = buffers and inverters

[pwr]
comb_power_share = 0.565
irDropWorstVdd_mv = 0.0502
p_sw_frac = 0.259
p_clk_frac = 0
p_per_area_nw_per_um2 = 132
switching_power_mw = 0.0459
power_leakage_nw = 0.524
pwr-share-seq = 0.435
power.internal_mw = 0.132

[drt]
via_per_inst = 3.39
drc_errors = 0
drtPass1Iterations = 2
wl_um = 1900
wl_per_cell_um = 11.7
final_antenna_net_count = 0
vias = 553
n_antenna_cell = 0
initialDrtViolationCount = 6

[finish]
syn_to_final_growth_pct = 40.9
layout-drive-gt1-share = 0.247
combGateArea_um2 = 375
fin_cells = 163
design_area_um2 = 1340
regArea_um2 = 554
fillers = 562

[floorplanning]
die_w_um = 94
fp.coreArea_um2 = 5200
die_h_um = 94
rows = 26
io_pins = 30
fp.dieArea_um2 = 8840
floorplan.core_util = 0.183

[global_routing]
gr-usage-met1 = 0.0536
grt_pass1_vias = 575
grt.total_usage = 0.0413
grt.busiest_layer = met2
grt_max_degree = 23
grt_use_met2 = 0.0726
antenna_found_initial = 0
use_met3 = 0.00969
overflow = 0
grt_pass1_wl_um = 3020

[clock_tree]
post_cts_buffers = 0
postCtsResizedCells = 0
cts_hold_buffers = 0

[outcome]
status = finished, final reports clean
[per-layer routing]
metal	wire [µm]	part of all wire	vias up
met5	0	0	-
met4	0	0	0
met3	102	0.054	0
met2	995	0.52	9
met1	801	0.42	268
li1	-	-	276
[path summary, 6_finish.rpt]
| path | endpoint | depth (start not counted) | start |
|---|---|---|---|
| setup / recovery | o_spi_active | 4 | i_epol |
| hold / removal | vo_data_rx[0] | 2 | i_sdi |
[final cells by class]
class,instances,area share
Multi-Input combinational cell,36,0.279
Tap cell,70,0.0652
Sequential cell,22,0.412
Inverter,3,0.00838
Timing Repair Buffer,32,0.235
[cell families after synthesis]
family | Yosys count | synth area share
flip-flops | 22 | 0.581
multiplexers | 19 | 0.256
buffers and inverters | 5 | 0.0249
adder cells (fa/ha/maj) | 3 | 0.0394
AND-OR/OR-AND | 1 | 0.00524
AND/OR/NAND/NOR | 7 | 0.0381
XOR/XNOR | 6 | 0.0551
[power by group through the flow]
| stage | clock network [mW] | registers [mW] | logic, mW |
|---|---|---|---|
| 6_report | 0 | 0.0773 | 0.100 |
| 5_1_grt | 0 | 0.0790 | 0.113 |
| 4_1_cts | 0 | 0.0777 | 0.105 |
[sequential cells by signal, indices dropped and copies added (netlist names)]
signal / cells
rv_tx: 8
rv_rx: 7
o_rx_valid: 1
rv_tx_ptr: 3
vo_byte_num: 3
[stage by stage]
step / utilization / power (mW)
floorplan: - / 0.114
global placement: 0.258 / 0.179
detailed placement: 0.258 / 0.182
CTS: 0.258 / 0.182
global route: 0.258 / 0.192
finish: 0.258 / 0.178
[layout by cell type, fill, tap and decap left out]
master,instances
nand3b_1,1
buf_4,2
mux4_1,2
and2_1,1
mux2_2,17
dfstp_2,3
inv_1,2
clkdlybuf4s50_1,30
dfrtp_1,8
xor2_1,2
ha_1,3
inv_2,1
xnor2_1,4
nand2_1,3
nor3_1,1
dfrtn_1,11
a21oi_1,1
nand2b_1,1
Power and IR drop assume default switching activity.
