## /design/flow/design.v

```verilog
module negedge_sync (i_clk, i_async, o_sync);
   input  i_clk;
   input  i_async;
   output o_sync;
   reg 	  samp_rising;
   reg 	  o_sync;
   initial begin
      samp_rising <= 1'b0;
      o_sync <= 1'b0;
   end
   always @( posedge i_clk )
     samp_rising <= i_async;
   always @( negedge i_clk )
     o_sync <= samp_rising;
endmodule
module reg_slice ( 
		  vo_regs,
		  io_success, vio_tbus,
		  i_clk, i_rstb, i_ena, vi_regs, i_step, i_rd, i_wr
		  );
  parameter DWIDTH = 16;   
  input 	       i_clk;  
  input 	       i_rstb;  
  input 	       i_ena;  
  input [DWIDTH-1:0]   vi_regs;  
  output [DWIDTH-1:0]  vo_regs;  
  input 	       i_step;  
  input 	       i_rd;  
  input 	       i_wr;  
  inout 	       io_success;  
  inout [DWIDTH-1:0]   vio_tbus;
  wire 		       ena_sync, rd_sync, wr_sync, step_sync;
  negedge_sync ena_synchro(.i_clk(i_clk), .i_async(i_ena),
			   .o_sync(ena_sync));
  negedge_sync rd_synchro(.i_clk(i_clk), .i_async(i_rd),
			  .o_sync(rd_sync));
  negedge_sync wr_synchro(.i_clk(i_clk), .i_async(i_wr),
			  .o_sync(wr_sync));
  negedge_sync step_synchro(.i_clk(i_clk), .i_async(i_step),
			    .o_sync(step_sync));
  wire 		       clk_pulse;
  wire 		       clk_regs = ena_sync ? i_clk : clk_pulse;
  reg 		       r_wr_prev, r_wr_pprev, r_step_prev;
  wire 		       clk_pulse_wr, clk_pulse_step;
  always @( posedge i_clk or negedge i_rstb ) begin : main_clk_reg
    if ( !i_rstb ) begin
      r_wr_prev <= 0;
      r_wr_pprev <= 0;
      r_step_prev <= 0;
    end
    else begin
      r_wr_prev <= wr_sync;
      r_wr_pprev <= r_wr_prev;
      r_step_prev <= step_sync;
    end
  end  
  assign clk_pulse_wr = r_wr_prev && !r_wr_pprev;
  assign clk_pulse_step = step_sync && !r_step_prev;
  assign clk_pulse = wr_sync ? clk_pulse_wr : clk_pulse_step;
  reg 		       r_rd_prev;
  wire 		       clk_pulse_rd;
  always @( posedge i_clk or negedge i_rstb ) begin : shadow_clk_reg
    if ( !i_rstb )
      r_rd_prev <= 0;
    else
      r_rd_prev <= rd_sync;
  end
  assign clk_pulse_rd = rd_sync && !r_rd_prev;
  reg [DWIDTH-1:0]  rv_shadow;
  always @( posedge clk_pulse_rd or negedge i_rstb ) begin : shadow_reg
    if ( !i_rstb )
      rv_shadow <= 0;
    else
      rv_shadow <= vo_regs;
  end
  assign vio_tbus = (rd_sync && i_rd) ? rv_shadow : {DWIDTH{1'bz}};
  reg [DWIDTH-1:0]  vo_regs;
  wire [DWIDTH-1:0] v_regs_pre;
  assign v_regs_pre = ( !ena_sync && wr_sync ) ? vio_tbus : vi_regs;
  always @( posedge clk_regs or negedge i_rstb ) begin : main_reg
    if ( !i_rstb )
      vo_regs <= 0;
    else
      vo_regs <= v_regs_pre;
  end
  wire pre_io_success = r_rd_prev || ( !ena_sync && r_wr_pprev );
  assign io_success = ( i_rd || i_wr ) ? pre_io_success : 1'bz;
endmodule
```

## /design/flow/run.sh

```bash
#!/bin/bash
# OpenROAD 26Q1-2900-gdf79404cd8, Yosys 0.63+post, stock flow scripts
make -C /OpenROAD-flow-scripts/flow DESIGN_CONFIG=/design/flow/config.mk WORK_HOME=/design/flow/orfs finish
```

## /design/flow/config.mk

```make
export PLATFORM = sky130hd
export DESIGN_NAME = reg_slice
export DESIGN_NICKNAME = reg_slice
export VERILOG_FILES = /design/flow/design.v
export SDC_FILE = /design/flow/constraint.sdc
export NUM_CORES = 4
export LEC_CHECK = 1
export CORE_AREA = 10 10 110 110
export DIE_AREA = 0 0 120 120
```

## /design/flow/constraint.sdc

```tcl
current_design reg_slice

set clk_period 1.6
set clk_io_pct 0.2

create_clock -name clk0 -period $clk_period [get_ports {i_clk}]

set non_clock_inputs [all_inputs -no_clocks]
set_input_delay [expr $clk_period * $clk_io_pct] -clock clk0 $non_clock_inputs
set_output_delay [expr $clk_period * $clk_io_pct] -clock clk0 [all_outputs]
```

==> run notes <==
run results: register pins left without a clock 16, die height 120 um, status did not finish, Ys Warns 4, die width 120 um, Hold-fix buffers, CTS 21, Synth Seq Share 0.7737, Yosys Instances 71, number of cell rows 36, IO Port Bufs 37, routability cong. 0.7219, Mapped Cells 71, pre-CTS setup slack -0.2607 ns, Last stage 4_1_cts, syn_area_per_cell 19.31 sq um, yosys stat area 1371 sq um, fp_density 0.1403, number of unconstrained endpoints 32, Cell Type Count 13, setup bufs post-CTS 1, first error [error] [KeplerFormal.cpp:679] Workflow failed: Iso has multiple drivers: .vio_tbus0, vio_tbus[0]$_DFF_PN0_.Q0, I/O Pins 55, Post-DP HPWL about 2600 um, Mapped Area between 1000 and 1500 sq um, cell count after placement about 250, Post-synth regs 44, post-CTS sizing 59
[cells by family after synthesis]
kind of cell,share of synthesized area
compound gates,0.01186
buf+inv,0.02829
flops,0.7737
mux,0.1588
simple gates,0.02738
[Yosys cell counts]
cell	n	area (sq um)
o311ai_0	1	8.760
mux2_2	6	67.56
nand2b_4	1	13.76
nand2_1	2	7.510
inv_1	2	7.510
a21o_1	1	7.510
nor2b_1	1	6.260
dfrtp_1	36	900.9
buf_12	1	20.02
dfxtp_1	8	160.2
or4b_1	1	10.01
mux2_4	10	150.1
buf_6	1	11.26
[stage by stage]
stage | power [mW] | area, sq um | hold WS, ns
floorplan | 0.7210 | 1373 | 0.02441
global placement | 0.8865 | 1963 | 0.2896
detailed placement | 0.8881 | 1963 | 0.2935
Power figures rest on the tool's default switching activity, not on a simulated workload.
